--- ./design.v ---
module clk_div (
	input         sys_clk,
	input         sys_rst,
	output   reg  lcd_pclk
);
reg        lcd_clk_25;   
always @(posedge sys_clk or negedge sys_rst) begin
	if (!sys_rst)
		lcd_clk_25 <= 1'b0;
	else
		lcd_clk_25 <= ~lcd_clk_25;
end
always @(posedge sys_clk or negedge sys_rst) begin
	if (!sys_rst)
		lcd_pclk <= 1'd0;
	else if (lcd_clk_25)
		lcd_pclk <= ~lcd_pclk;
	else
		lcd_pclk <= lcd_pclk;
end
endmodule
module lcd_dis (
	input               sys_clk,
	input               sys_rst,
	output              lcd_de,   
	output              lcd_hs,   
	output              lcd_vs,   
	output              lcd_clk,  
	output    [15:0]    lcd_rgb,  
	output              lcd_rst,  
	output              lcd_bl    
);
wire             lcd_pclk;
wire  [10:0]     pixel_x;
wire  [10:0]     pixel_y;
wire  [10:0]     h_res;
wire  [10:0]     v_res;
wire  [15:0]     pixel_data;   
wire  [15:0]     lcd_rgb_o;    
assign lcd_rgb = lcd_de ? lcd_rgb_o : {16{1'bz}};  
lcd_driver u_lcd_driver (
	.lcd_pclk             (lcd_pclk),    
	.sys_rst              (sys_rst),     
	.pixel_data           (pixel_data),  
	.pixel_x              (pixel_x),     
	.pixel_y              (pixel_y),
	.h_res                (h_res),       
	.v_res                (v_res),
	.lcd_de               (lcd_de),      
	.lcd_hs               (lcd_hs),
	.lcd_vs               (lcd_vs),
	.lcd_bl               (lcd_bl),
	.lcd_clk              (lcd_clk),
	.lcd_rgb              (lcd_rgb_o),  
	.lcd_rst              (lcd_rst)
);
clk_div u_clk_div (
	.sys_clk              (sys_clk),
	.sys_rst              (sys_rst),
	.lcd_pclk             (lcd_pclk)  
);
lcd_show u_lcd_show (
	.sys_clk              (sys_clk),
	.sys_rst              (sys_rst),
	.pixel_x              (pixel_x),  
	.pixel_y              (pixel_y),
	.h_res                (h_res),    
	.v_res                (v_res),	
	.pixel_data           (pixel_data)
);
endmodule
module lcd_driver(
	input                     lcd_pclk,  
	input                     sys_rst,
	input         [15:0]      pixel_data,
	output         [10:0]      pixel_x,   
	output         [10:0]      pixel_y,   
	output         [10:0]      h_res,  
	output         [10:0]      v_res,  
	output                     lcd_de,  
	output                     lcd_hs,  
	output                     lcd_vs,  
	output   reg               lcd_bl,  
	output                     lcd_clk,  
	output         [15:0]      lcd_rgb,  
	output   reg               lcd_rst 
);
parameter H_SYNC = 11'd41;   
parameter H_BACK = 11'd2;    
parameter H_DISP = 11'd480;  
parameter H_FRONT = 11'd2;   
parameter H_TOTAL = 11'd525; 
parameter V_SYNC = 11'd10;   
parameter V_BACK = 11'd2;    
parameter V_DISP = 11'd272;  
parameter V_FRONT = 11'd2;   
parameter V_TOTAL = 11'd286; 
reg     [10:0]     h_cnt;      
reg     [10:0]     v_cnt;      
wire               lcd_en;     
wire               data_req;  
assign      v_res = V_DISP;   
assign      h_res = H_DISP;   
assign      lcd_hs = 1'b1;    
assign      lcd_vs = 1'b1;    
assign      lcd_clk = lcd_pclk;  
assign      lcd_de = lcd_en;     
assign      lcd_en = ((h_cnt >= H_SYNC+H_BACK) && (h_cnt < H_SYNC+H_BACK+H_DISP)
							&& (v_cnt >= V_SYNC+V_BACK) && (v_cnt < V_SYNC+V_BACK+V_DISP))
							? 1'b1 : 1'b0;
assign      data_req = ((h_cnt >= H_SYNC+H_BACK) && (h_cnt < H_SYNC+H_BACK+H_DISP)
							&& (v_cnt >= V_SYNC+V_BACK) && (v_cnt < V_SYNC+V_BACK+V_DISP))
							? 1'b1 : 1'b0;
assign      pixel_x = data_req ? (h_cnt-(H_SYNC+H_BACK-1'b1)):11'd0;
assign      pixel_y = data_req ? (v_cnt-(V_SYNC+V_BACK-1'b1)):11'd0;
assign      lcd_rgb = lcd_en ? pixel_data : 16'd0;
always @(posedge lcd_pclk or negedge sys_rst) begin  
	if (!sys_rst)
		h_cnt <= 11'd0;            
	else if (h_cnt == H_TOTAL-1)  
		h_cnt <= 11'd0;
	else
		h_cnt <= h_cnt+1;          
end
always @(posedge lcd_pclk or negedge sys_rst) begin
	if (!sys_rst)
		v_cnt <= 11'd0;             
	else if (h_cnt == H_TOTAL-1) begin  
		if (v_cnt == V_TOTAL-1)     
			v_cnt <= 11'd0;          
		else 
			v_cnt <= v_cnt+1;        
	end  
	else
		v_cnt <= v_cnt;             
end
always @(posedge lcd_pclk or negedge sys_rst) begin
	if (!sys_rst) begin  
		lcd_rst <= 1'b0;
		lcd_bl <= 1'b0;  
	end
	else begin
		lcd_rst <= 1'b1;
		lcd_bl <= 1'b1;
	end
end
endmodule
module lcd_show (
	input                  sys_clk,
	input                  sys_rst,
	input       [10:0]     pixel_x,        
	input       [10:0]     pixel_y,        
	input       [10:0]     h_res,          
	input       [10:0]     v_res,
	output  reg [15:0]     pixel_data
);
parameter WHITE = 16'b11111_111111_11111;
parameter BLACK = 16'b00000_000000_00000;
parameter RED   = 16'b11111_000000_00000;
parameter GREEN = 16'b00000_111111_00000;
parameter BLUE  = 16'b00000_000000_11111;
always @(posedge sys_clk or negedge sys_rst) begin
	if(!sys_rst)
		pixel_data <= 16'b0;   
	else begin
		if ((pixel_x >= 11'd0)&&(pixel_x < h_res/5*1))   
			pixel_data <= WHITE;
		else if ((pixel_x >= h_res/5*1)&&(pixel_x < h_res/5*2))   
			pixel_data <= BLACK;
		else if ((pixel_x >= h_res/5*2)&&(pixel_x < h_res/5*3))   
			pixel_data <= RED;
		else if ((pixel_x >= h_res/5*3)&&(pixel_x < h_res/5*4))   
			pixel_data <= GREEN;
		else
			pixel_data <= BLUE;
		end
end
endmodule
--- ./run.sh ---
#!/bin/bash
# OpenROAD 26Q1-2900-gdf79404cd8, Yosys 0.63+post, stock flow scripts
make -C /OpenROAD-flow-scripts/flow DESIGN_CONFIG=/design/flow/config.mk WORK_HOME=/design/flow/orfs finish
--- ./config.mk ---
export PLATFORM = sky130hd
export DESIGN_NAME = lcd_dis
export DESIGN_NICKNAME = lcd_dis
export VERILOG_FILES = /design/flow/design.v
export SDC_FILE = /design/flow/constraint.sdc
export NUM_CORES = 4
export LEC_CHECK = 1
export CORE_AREA = 10 10 98 98
export DIE_AREA = 0 0 108 108
--- ./constraint.sdc ---
current_design lcd_dis

set clk_period 1.8
set clk_io_pct 0.2

create_clock -name clk0 -period $clk_period [get_ports {sys_clk}]

set non_clock_inputs [all_inputs -no_clocks]
set_input_delay [expr $clk_period * $clk_io_pct] -clock clk0 $non_clock_inputs
set_output_delay [expr $clk_period * $clk_io_pct] -clock clk0 [all_outputs]
==> run notes <==
This memo summarizes the results of the implementation run.

Outcome
The flow ran to the end, and the final reports show no timing, DRC or antenna violations.

Synthesis
The synthesis report lists the most area-consuming cells as sky130_fd_sc_hd__dfrtp_1, sky130_fd_sc_hd__buf_4, sky130_fd_sc_hd__ha_1. The most numerous cell in the Yosys netlist is sky130_fd_sc_hd__dfrtp_1. After synthesis, the mean cell area works out to around 8.9 µm².

The synthesized design contains 0 enable-type register cells. The yosys synthesis chip area is just under 2000 µm². The yosys stat cell total is approximately 220. Counting distinct cell types in the post-synthesis netlist gives 49. The share of Yosys cell area claimed by the top area cell type is 36.5%. Summing every instance area after synthesis gives 1920 µm².

The commonest register cell after synthesis is sky130_fd_sc_hd__dfrtp_1. Counting flops and latches in the post-synthesis netlist gives 28. After synthesis, flip-flops and latches occupy between 30% and 40% of the total area. The biggest area consumer among synthesized cells is sky130_fd_sc_hd__dfrtp_1. The count of warnings emitted by yosys is 4. For reference, the top cells by count after synthesis are sky130_fd_sc_hd__dfrtp_1, sky130_fd_sc_hd__nor2_1, sky130_fd_sc_hd__buf_4, sky130_fd_sc_hd__o21ai_0, sky130_fd_sc_hd__nand2_1. In the synthesized netlist the async set-or-reset flop fraction comes to around 100%. Synthesis produced 216 cells.

Placed design
The minimum setup slack after placement is ~0.55 ns. Input and output buffers added on the ports amount to 21. The half-perimeter wire length after placement is 2990 µm. After its last routability iteration, the placer logged a weighted congestion of about 0.85.

The cell area after placement is approximately 2100 µm².

Job
Per the run summary, max-cap violations total 0. Summing over the stages, the warning tally comes to 30.

Route
After detailed routing, the number of remaining DRC violations is 0. The iteration count of the initial detailed-routing pass is 4. The routed length per placed instance is about 13 µm. Using the TritonRoute via totals, the vias-per-cell ratio works out to 4.78. The detail route stage leaves a number of antenna-violating nets equal to 0. The repair_antennas step left the layout with diodes totalling 0.

In the post-route report, total wirelength is listed as 4080 µm. Summing over every cut layer, the via total after detailed routing is roughly 1.5k. The violation count after the first detailed-routing iteration is 95.

Setup path
The required time at the endpoint of the critical path is roughly 1.4 ns. The critical path endpoint category is a primary output. The arrival time at the worst endpoint is approximately 1.1 ns. Per STA, the worst path is made up of clkdlybuf4s50_1. Along the critical path, the tally of buffer and inverter instances is 1. The master of the slowest instance on the critical path is sky130_fd_sc_hd__clkdlybuf4s50_1. Looking at the critical path, the highest net fanout was 6. The start-to-end type of the worst setup path is register to primary output. The largest delay contributor family on the critical path is buffers and inverters. The largest stage delay on the critical path is ~0.49 ns. STA classifies the critical path startpoint as a register.

Global route
The maximum number of pins on one net before global-route repair is 25. The first global-routing pass estimated 6740 µm of wire. For this run the aggregate overflow at the end of global routing stands at 0. The global routing usage summed across all routing layers is a little under 7%. The via count of the first global-routing pass is between 1k and 1.5k. The initial antenna violation count is 0.

Final timing
Looking at the max-slew report, the worst-margin pin has a slew of about 0.88 ns. The total setup violations reported at the end of the flow is 0. The post-route clock period utilization is between 80% and 90%. The final layout reports a setup TNS of 0 ns. In the final report, the number of hold violations comes to 0.

Setup repair after global routing left no endpoint under its margin. The timer found 23 register pins that no clock reaches; their paths are not timed. The count of endpoints without a timing constraint is 28. Per the slew report, the remaining headroom to the max-slew limit stands at 40.8%. The upper clock frequency limit is around 700 MHz. The worst path meets setup with roughly 0.33 ns of slack. The final critical path time including I/O delays and setup is roughly 1.5 ns. For the final database, setup skew stands at between 0.000015 and 0.00002 ns. Counting pins that exceed their max-slew limit in the final report gives 0.

Clock network
The CTS root buffer is sky130_fd_sc_hd__clkbuf_8. The number of setup buffers added after CTS is 0. Counting along the longest clock path gives a buffer depth of 2.

The depth of the CTS H-tree is 1. Clock latency on the worst-skew pair, taken at its later pin, is approximately 0.22 ns. Clock-pin slew was measured on the worst setup and hold paths at 0.04 ns. For this design, the CTS-stage hold fixing added 0 buffers. The number of clock buffers inserted by TritonCTS is 3. After clock tree synthesis, the repair step resized 0 gates.

The clock tree from TritonCTS is done.

Pwr
The completed layout was analyzed and its total power is around 0.35 mW. The part of the total power dissipated in combinational logic is 5.4%. The power density normalized to cell area is 160 nW/µm². Net switching is between 20 and 25% of the power. The switching component of the power was reported as 0.0783 mW.

The internal power is 0.270 mW. The power report attributes to the sequential group a share of about 32%. Per the power-grid run, VDD falls by no more than just under 0.2 mV. The leakage power summed over all cells is between 0.8 and 0.9 nW.

The power report attributes to the clock group a share of 62.2%.

Floorplanning
For reference, the placement row count at floorplan is 32. Per the OpenROAD floorplan log, the area of the core is 7650 µm². During I/O placement, the number of pins put on the boundary was 24. In this run the vertical extent of the chip is ~110 µm. The horizontal die size is roughly 110 µm. The share of the core area taken by cells at floorplan is between 20% and 30%. The die area is 11,700 µm².

Min path
The path type of the worst min-delay path is register to register.

Finish
The fill cell total of the finished layout is a little under 800. The flow measured a signed area growth from synthesis to layout of 13.3%. Cells with a size suffix above 1 make up 5.48% of the layout.

Once layout is done, the placed cells without fillers occupy 2180 µm².
metrics by stage:
| step | hold WS (ns) | util [%] | instances |
|---|---|---|---|
| detailed placement | 0.434 | 27.9 | 317 |
| global placement | 0.426 | 27.9 | 317 |
| finish | 0.432 | 28.5 | 321 |
| CTS | 0.435 | 28.5 | 321 |
| global route | 0.486 | 28.5 | 321 |
| floorplan | 0.0644 | - | 218 |
cell families after synthesis:
kind of cell,after synthesis,synth area share [%]
muxes,2,1.11
and+or+nand+nor,75,21.2
other,1,0.195
adders and majority gates,7,4.56
xor gates and xnor gates,12,5.47
buffers and inverters,37,10.4
AOI/OAI and AO/OA,54,20.7
DFF,28,36.5
area by class of cell:
type / instances / area, µm² / share of cell area, %
well taps: 102 / 128 / 5.86
repair buffers: 25 / 240 / 11.0
inverters: 9 / 33.8 / 1.55
flip-flops and latches: 28 / 701 / 32.2
clock buffers: 4 / 45.0 / 2.07
multi-input cells: 153 / 1030 / 47.3
state kept, by name (all words and copies together) (netlist names):
signal                 cells
u_clk_div.lcd_clk_25       1
u_lcd_driver.v_cnt        11
u_lcd_driver.h_cnt        11
u_lcd_show.pixel_data      3
u_lcd_driver.lcd_rst       1
u_clk_div.lcd_pclk         1
worst register-to-register path, cell delays in order, from the launching register on:
cell	delay, ns
sky130_fd_sc_hd__dfrtp_1	0.37
sky130_fd_sc_hd__buf_4	0.21
sky130_fd_sc_hd__xor2_1	0.16
cell usage in the layout, fill, tap and decap left out, types with 4 or more instances in the layout:
| master | n |
|---|---|
| sky130_fd_sc_hd__nand2_1 | 11 |
| sky130_fd_sc_hd__dfrtp_1 | 28 |
| sky130_fd_sc_hd__nand2b_1 | 5 |
| sky130_fd_sc_hd__buf_4 | 4 |
| sky130_fd_sc_hd__nor4_1 | 4 |
| sky130_fd_sc_hd__clkdlybuf4s50_1 | 21 |
| sky130_fd_sc_hd__o31ai_1 | 6 |
| sky130_fd_sc_hd__xor2_1 | 5 |
| sky130_fd_sc_hd__ha_1 | 7 |
| sky130_fd_sc_hd__o21ai_0 | 16 |
| sky130_fd_sc_hd__inv_1 | 9 |
| sky130_fd_sc_hd__nor2b_1 | 5 |
| sky130_fd_sc_hd__a21oi_1 | 5 |
| sky130_fd_sc_hd__nor3_1 | 4 |
| sky130_fd_sc_hd__nand4_1 | 6 |
| sky130_fd_sc_hd__xnor2_1 | 7 |
| sky130_fd_sc_hd__nor2_1 | 17 |
| sky130_fd_sc_hd__nand3_1 | 8 |
power by group through the flow:
stage | clock (mW) | sequential, mW | combinational (mW)
4_1_cts | 0.221 | 0.113 | 0.0207
5_1_grt | 0.236 | 0.112 | 0.0220
6_report | 0.217 | 0.113 | 0.0190
worst paths after layout:
check                      slack [ns]                             endpoint  depth (start not counted)                                 from
max                              0.33                           lcd_rgb[9]                          1  u_lcd_show.pixel_data[10]$_DFF_PN0_
max reg2reg                      0.94       u_clk_div.lcd_pclk$_DFFE_PN0P_                          2       u_clk_div.lcd_pclk$_DFFE_PN0P_
min reg2reg                      0.43       u_clk_div.lcd_clk_25$_DFF_PN0_                          1       u_clk_div.lcd_clk_25$_DFF_PN0_
max in group asynchronous        1.01  u_lcd_show.pixel_data[14]$_DFF_PN0_                          1                              sys_rst
min                              0.43       u_clk_div.lcd_clk_25$_DFF_PN0_                          1       u_clk_div.lcd_clk_25$_DFF_PN0_
min in group asynchronous        0.47       u_clk_div.lcd_pclk$_DFFE_PN0P_                          1                              sys_rst
per-layer routing:
metal  routed length [µm]  GRT usage [%]
met2                 1540           9.09
met4                    0         0.0954
met3                  311           1.87
met5                    0              0
met1                 2230           11.3
Power is estimated from default activity; no workload was simulated.
