**config.mk**
```make
export PLATFORM = sky130hd
export DESIGN_NAME = fir_filter
export DESIGN_NICKNAME = fir_filter
export VERILOG_FILES = /design/flow/design.v
export SDC_FILE = /design/flow/constraint.sdc
export NUM_CORES = 4
export LEC_CHECK = 1
export CORE_UTILIZATION = 30
```
**design.v**
```verilog
module fir_filter(
	input                 aud_bclk,
	input                 rst_n,
	input                 rx_done,
	input         [15:0]  adc_data,
	output    reg [33:0]  fir_data,
	output    reg         fir_valid
);
integer i;
parameter    coe0=16'hff72;
parameter    coe1=16'hffef;
parameter    coe2=16'h00c9;
parameter    coe3=16'h0201;
parameter    coe4=16'h02fe;
parameter    coe5=16'h028f;
parameter    coe6=16'hff93;
parameter    coe7=16'hfa0e;
parameter    coe8=16'hf3ff;
parameter    coe9=16'hf144;
parameter    coe10=16'hf645;
parameter    coe11=16'h05ce;
parameter    coe12=16'h1f1e;
parameter    coe13=16'h3d47;
parameter    coe14=16'h586a;
parameter    coe15=16'h6881;
parameter    coe16=16'h6881;
parameter    coe17=16'h586a;
parameter    coe18=16'h3d47;
parameter    coe19=16'h1f1e;
parameter    coe20=16'h05ce;
parameter    coe21=16'hf645;
parameter    coe22=16'hf144;
parameter    coe23=16'hf3ff;
parameter    coe24=16'hfa0e;
parameter    coe25=16'hff93;
parameter    coe26=16'h028f;
parameter    coe27=16'h02fe;
parameter    coe28=16'h0201;
parameter    coe29=16'h00c9;
parameter    coe30=16'hffef;
parameter    coe31=16'hff72;
reg   [15:0] samples [31:0];
reg   [33:0] mult0;
reg   [33:0] mult1;
reg   [33:0] mult2;
reg   [33:0] mult3;
reg   [33:0] mult4;
reg   [33:0] mult5;
reg   [33:0] mult6;
reg   [33:0] mult7;
reg   [33:0] mult8;
reg   [33:0] mult9;
reg   [33:0] mult10;
reg   [33:0] mult11;
reg   [33:0] mult12;
reg   [33:0] mult13;
reg   [33:0] mult14;
reg   [33:0] mult15;
reg   [33:0] mult16;
reg   [33:0] mult17;
reg   [33:0] mult18;
reg   [33:0] mult19;
reg   [33:0] mult20;
reg   [33:0] mult21;
reg   [33:0] mult22;
reg   [33:0] mult23;
reg   [33:0] mult24;
reg   [33:0] mult25;
reg   [33:0] mult26;
reg   [33:0] mult27;
reg   [33:0] mult28;
reg   [33:0] mult29;
reg   [33:0] mult30;
reg   [33:0] mult31;
always @(posedge aud_bclk or negedge rst_n) begin
	if(!rst_n) begin
		for(i=0;i<31;i=i+1)
			samples[i]<=0;
	end
	else if(rx_done)begin     
		samples[0]<=adc_data;
		samples[1]<=samples[0];
		samples[2]<=samples[1];
		samples[3]<=samples[2];
		samples[4]<=samples[3];
		samples[5]<=samples[4];
		samples[6]<=samples[5];
		samples[7]<=samples[6];
		samples[8]<=samples[7];
		samples[9]<=samples[8];
		samples[10]<=samples[9];
		samples[11]<=samples[10];
		samples[12]<=samples[11];
		samples[13]<=samples[12];
		samples[14]<=samples[13];
		samples[15]<=samples[14];
		samples[16]<=samples[15];
		samples[17]<=samples[16];
		samples[18]<=samples[17];
		samples[19]<=samples[18];
		samples[20]<=samples[19];
		samples[21]<=samples[20];
		samples[22]<=samples[21];
		samples[23]<=samples[22];
		samples[24]<=samples[23];
		samples[25]<=samples[24];
		samples[26]<=samples[25];
		samples[27]<=samples[26];
		samples[28]<=samples[27];
		samples[29]<=samples[28];
		samples[30]<=samples[29];
		samples[31]<=samples[30];
		end
		else begin
		samples[0]<=samples[0];
		samples[1]<=samples[1];
		samples[2]<=samples[2];
		samples[3]<=samples[3];
		samples[4]<=samples[4];
		samples[5]<=samples[5];
		samples[6]<=samples[6];
		samples[7]<=samples[7];
		samples[8]<=samples[8];
		samples[9]<=samples[9];
		samples[10]<=samples[10];
		samples[11]<=samples[11];
		samples[12]<=samples[12];
		samples[13]<=samples[13];
		samples[14]<=samples[14];
		samples[15]<=samples[15];
		samples[16]<=samples[16];
		samples[17]<=samples[17];
		samples[18]<=samples[18];
		samples[19]<=samples[19];
		samples[20]<=samples[20];
		samples[21]<=samples[21];
		samples[22]<=samples[22];
		samples[23]<=samples[23];
		samples[24]<=samples[24];
		samples[25]<=samples[25];
		samples[26]<=samples[26];
		samples[27]<=samples[27];
		samples[28]<=samples[28];
		samples[29]<=samples[29];
		samples[30]<=samples[30];
		samples[31]<=samples[31];
	end
end
always @(posedge aud_bclk or negedge rst_n)begin
	if(!rst_n)
		mult0 <= 34'd0;
	else
		mult0 <=samples[0]*coe0;
end
always @(posedge aud_bclk or negedge rst_n)begin
	if(!rst_n)
		mult1 <= 34'd0;
	else
		mult1 <=samples[1]*coe1;
end
always @(posedge aud_bclk or negedge rst_n)begin
	if(!rst_n)
		mult2 <= 34'd0;
	else
		mult2 <=samples[2]*coe2;
end
always @(posedge aud_bclk or negedge rst_n)begin
	if(!rst_n)
		mult3 <= 34'd3;
	else
		mult3 <=samples[3]*coe3;
end
always @(posedge aud_bclk or negedge rst_n)begin
	if(!rst_n)
		mult4 <= 34'd0;
	else
		mult4 <=samples[4]*coe4;
end
always @(posedge aud_bclk or negedge rst_n)begin
	if(!rst_n)
		mult5 <= 34'd0;
	else
		mult5 <=samples[5]*coe5;
end
always @(posedge aud_bclk or negedge rst_n)begin
	if(!rst_n)
		mult6 <= 34'd0;
	else
		mult6 <=samples[6]*coe6;
end
always @(posedge aud_bclk or negedge rst_n)begin
	if(!rst_n)
		mult7 <= 34'd0;
	else
		mult7 <=samples[7]*coe7;
end
always @(posedge aud_bclk or negedge rst_n)begin
	if(!rst_n)
		mult8 <= 34'd0;
	else
		mult8 <=samples[8]*coe8;
end
always @(posedge aud_bclk or negedge rst_n)begin
	if(!rst_n)
		mult9 <= 34'd0;
	else
		mult9 <=samples[9]*coe9;
end
always @(posedge aud_bclk or negedge rst_n)begin
	if(!rst_n)
		mult10 <= 34'd0;
	else
		mult10 <=samples[10]*coe10;
end
always @(posedge aud_bclk or negedge rst_n)begin
	if(!rst_n)
		mult11 <= 34'd0;
	else
		mult11 <=samples[11]*coe11;
end
always @(posedge aud_bclk or negedge rst_n)begin
	if(!rst_n)
		mult12 <= 34'd0;
	else
		mult12 <=samples[12]*coe12;
end
always @(posedge aud_bclk or negedge rst_n)begin
	if(!rst_n)
		mult13 <= 34'd0;
	else
		mult13 <=samples[13]*coe13;
end
always @(posedge aud_bclk or negedge rst_n)begin
	if(!rst_n)
		mult14 <= 34'd0;
	else
		mult14 <=samples[14]*coe14;
end
always @(posedge aud_bclk or negedge rst_n)begin
	if(!rst_n)
		mult15 <= 34'd0;
	else
		mult15 <=samples[15]*coe15;
end
always @(posedge aud_bclk or negedge rst_n)begin
	if(!rst_n)
		mult16 <= 34'd0;
	else
		mult16 <=samples[16]*coe16;
end
always @(posedge aud_bclk or negedge rst_n)begin
	if(!rst_n)
		mult17 <= 34'd0;
	else
		mult17 <=samples[17]*coe17;
end
always @(posedge aud_bclk or negedge rst_n)begin
	if(!rst_n)
		mult18 <= 34'd0;
	else
		mult18 <=samples[18]*coe18;
end
always @(posedge aud_bclk or negedge rst_n)begin
	if(!rst_n)
		mult19 <= 34'd0;
	else
		mult19 <=samples[19]*coe19;
end
always @(posedge aud_bclk or negedge rst_n)begin
	if(!rst_n)
		mult20 <= 34'd0;
	else
		mult20 <=samples[20]*coe20;
end
always @(posedge aud_bclk or negedge rst_n)begin
	if(!rst_n)
		mult21 <= 34'd0;
	else
		mult21 <=samples[21]*coe21;
end
always @(posedge aud_bclk or negedge rst_n)begin
	if(!rst_n)
		mult22 <= 34'd0;
	else
		mult22 <=samples[22]*coe22;
end
always @(posedge aud_bclk or negedge rst_n)begin
	if(!rst_n)
		mult23 <= 34'd0;
	else
		mult23 <=samples[23]*coe23;
end
always @(posedge aud_bclk or negedge rst_n)begin
	if(!rst_n)
		mult24 <= 34'd0;
	else
		mult24 <=samples[24]*coe24;
end
always @(posedge aud_bclk or negedge rst_n)begin
	if(!rst_n)
		mult25 <= 34'd0;
	else
		mult25 <=samples[25]*coe25;
end
always @(posedge aud_bclk or negedge rst_n)begin
	if(!rst_n)
		mult26 <= 34'd0;
	else
		mult26 <=samples[26]*coe26;
end
always @(posedge aud_bclk or negedge rst_n)begin
	if(!rst_n)
		mult27 <= 34'd0;
	else
		mult27 <=samples[27]*coe27;
end
always @(posedge aud_bclk or negedge rst_n)begin
	if(!rst_n)
		mult28 <= 34'd0;
	else
		mult28 <=samples[28]*coe28;
end
always @(posedge aud_bclk or negedge rst_n)begin
	if(!rst_n)
		mult29 <= 34'd0;
	else
		mult29 <=samples[29]*coe29;
end
always @(posedge aud_bclk or negedge rst_n)begin
	if(!rst_n)
		mult30 <= 34'd0;
	else
		mult30 <=samples[30]*coe30;
end
always @(posedge aud_bclk or negedge rst_n)begin
	if(!rst_n)
		mult31 <= 34'd0;
	else
		mult31 <=samples[31]*coe31;
end
always @(posedge aud_bclk or negedge rst_n)begin
	if(!rst_n)
		fir_data <= 34'd0;
	else 
		fir_data <= mult0+mult1+mult2+mult3+mult4+mult5+mult6+mult7+mult8+mult9+mult10+mult11+mult12+mult13+mult14+mult15+mult16+
		mult17+mult18+mult19+mult20+mult21+mult22+mult23+mult24+mult25+mult26+mult27+mult28+mult29+mult30+mult31;
end
endmodule
```
**run.sh**
```bash
#!/bin/bash
# OpenROAD 26Q1-2900-gdf79404cd8, Yosys 0.63+post, stock flow scripts
make -C /OpenROAD-flow-scripts/flow DESIGN_CONFIG=/design/flow/config.mk WORK_HOME=/design/flow/orfs finish
```
**constraint.sdc**
```tcl
current_design fir_filter

set clk_period 17.1
set clk_io_pct 0.2

create_clock -name clk0 -period $clk_period [get_ports {aud_bclk}]

set non_clock_inputs [all_inputs -no_clocks]
set_input_delay [expr $clk_period * $clk_io_pct] -clock clk0 $non_clock_inputs
set_output_delay [expr $clk_period * $clk_io_pct] -clock clk0 [all_outputs]
```
==> flow_metrics.env <==
# physical design summary
export IMPL_crit_type="reg -> reg"
export IMPL_top_cells_by_count="inv_1 (4608), ha_1 (3149), fa_1 (3103)"
export IMPL_finalSetupTns_ns=0
export IMPL_crit_required_ns=17.92
export IMPL_rr_worst_depth=24
export IMPL_antenna_found_initial=34
export IMPL_fp_util_pct=30.1
export IMPL_regToRegStartpoint="mult21[7]"
export IMPL_drv_cap=0
export IMPL_io_pins=54
export IMPL_yosysWarnings=3
export IMPL_postRouteAntennaNets=0
export IMPL_path_max_fanout=5
export IMPL_synthArstFlopShare_pct=98.9
export IMPL_syn_area_sq_um=187000
export IMPL_gp_congestion=0.987
export IMPL_cts_sinks=1478
export IMPL_grt_pass1_vias=127000
export IMPL_via_per_inst=4.51
export IMPL_critPathCaptureType="flip-flop"
export IMPL_r2r_end="fir_data[31]"
export IMPL_synth_top_cell_by_area="fa_1"
export IMPL_critPathArrivalTime_ns=8.36
export IMPL_crit_top_cell="fa_1"
export IMPL_area_growth_syn_to_layout_pct=9.63
export IMPL_path_clk_slew_ns=0.06
export IMPL_period_used_pct=44.1
export IMPL_slew_violations=0
export IMPL_setup_violations=0
export IMPL_core_rowCount=289
export IMPL_hp_class="reg -> reg"
export IMPL_rsz0062_at_grt="false"
export IMPL_synth_chip_area_sq_um=187000
export IMPL_numSynthFlops=1478
export IMPL_max_slew_margin_pct=28.7
export IMPL_critPathLaunch="mult21[7]"
export IMPL_chip_area_sq_um=625000
export IMPL_vias=116000
export IMPL_worstSetupStartpointType="flip-flop"
export IMPL_drive_gt1_share_pct=4.75
export IMPL_timing_fmax_ghz=0.133
export IMPL_htree_levels=4
export IMPL_core_area_sq_um=619000
export IMPL_top_cell="inv_1"
export IMPL_die_h_um=791
export IMPL_r2r_slack_ns=9.57
export IMPL_cp_slowest_stage_delay_ns=0.57
export IMPL_placed_area_sq_um=198000
export IMPL_synth_edff_count=16
export IMPL_drt_iter0_markers=5387
export IMPL_worstPathCellList="inv_1, fa_1, inv_1, fa_1, inv_1, fa_1, fa_1, inv_1, fa_1, fa_1, fa_1, inv_1, fa_1, inv_1, ha_1, o21ai_0, o21ai_0, nand3_1, a211oi_1, o211ai_1, o22ai_1, o21ba_2, o21ai_0, a21oi_1"
export IMPL_endpoint="fir_data[31]"
export IMPL_grt_max_degree=110
export IMPL_detail_route_wl_per_cell_um=19.7
export IMPL_wirelength_um=508000
export IMPL_hold_buffers=0
export IMPL_die_x_um=791
export IMPL_cts_max_path_buffers=4
export IMPL_fin_area_sq_um=205000
export IMPL_synth_cells=17100
export IMPL_place_hpwl_um=440000
export IMPL_grt_remaining_overflow=0
export IMPL_finalHoldViolCount=0
export IMPL_drtPass1Iterations=18
export IMPL_tritoncts="yes"
export IMPL_ys_seq_share_pct=19.9
export IMPL_cts_buffers=189
export IMPL_tool_warnings=122
export IMPL_clkLatencyLatePin_ns=0.92
export IMPL_crit_slowest_cell="fa_1"
export IMPL_finClkSkew_ns=0.0482
export IMPL_grtUsageTotal_pct=17.7
export IMPL_top_cell_area_share_pct=33.3
export IMPL_route_detailed_drc=0
export IMPL_synth_cell_types=101
export IMPL_min_period_ns=7.53
export IMPL_cts_setup_buffers=0
export IMPL_grt_pass1_wl_um=792000
export IMPL_cts_resized=0
export IMPL_status="finished clean"
export IMPL_portBuffers=52
export IMPL_ys_flop_type="dfrtp_1"
export IMPL_top_cells_by_area="fa_1 (33%), ha_1 (21%), dfrtp_1 (20%)"
export IMPL_synth_avg_cell_area_sq_um=10.9
export IMPL_root_buffer="clkbuf_16"
export IMPL_ys_cells=17100
export IMPL_worst_slew_pin_slew_ns=1.07
==> worst min path at each step <==
| stage | from | endpoint | cells after the start |
|---|---|---|---|
| 4_1_cts | samples[3][0] | mult3[0] | 0 |
| 5_1_grt | samples[3][0] | mult3[0] | 0 |
| 6_report | samples[3][0] | mult3[0] | 0 |
==> state kept, by name, summed over array words and instances (netlist names), 32 cells and up <==
name and flops:
mult1 32, samples 512, mult21 32, mult8 32, mult30 32, mult6 32
mult23 32, mult10 32, fir_data 34, mult25 32
==> metal layers <==
metal / track usage [%] / wire, um / vias up
met2: 26.3 / 225000 / 3180
met3: 8.58 / 58500 / 662
li1: - / - / 54200
met5: 0.587 / 607 / -
met1: 23.3 / 203000 / 58200
met4: 5.44 / 21500 / 32
==> cells in the final DEF (no fill, tap or decap), types with 23 or more instances in the layout <==
| cell | Yosys | final |
|---|---|---|
| or3_1 | 44 | 44 |
| clkbuf_16 | 0 | 191 |
| a21oi_1 | 536 | 536 |
| inv_1 | 4608 | 4608 |
| nand2_1 | 442 | 442 |
| diode_2 | 0 | 23 |
| dfrtp_1 | 1460 | 1460 |
| clkinv_2 | 0 | 31 |
| xnor2_1 | 563 | 563 |
| and3_1 | 52 | 52 |
| nor2b_1 | 67 | 67 |
| o21bai_1 | 110 | 110 |
| clkdlybuf4s50_1 | 0 | 50 |
| ha_1 | 3149 | 3149 |
| a211oi_1 | 95 | 95 |
| nor3_1 | 144 | 144 |
| nand2b_1 | 84 | 84 |
| buf_4 | 2 | 116 |
| clkinvlp_4 | 0 | 23 |
| nor2_1 | 434 | 434 |
| o21ai_1 | 73 | 73 |
| o21ai_0 | 420 | 420 |
| a21o_1 | 246 | 246 |
| nand3_1 | 123 | 123 |
| clkbuf_8 | 0 | 32 |
| nand4_1 | 37 | 37 |
| fa_1 | 3103 | 3103 |
| o211ai_1 | 42 | 42 |
| nor4_1 | 26 | 26 |
| o21a_1 | 133 | 133 |
| o31ai_1 | 37 | 37 |
| a31oi_1 | 45 | 45 |
| xor2_1 | 181 | 181 |
| mux2_2 | 316 | 316 |
==> worst max-delay path, delay by kind of cell, from the launching register on <==
family,cells,cell delay (ns)
flip-flops,1,0.32
adder cells (fa/ha/maj),9,4.43
AND-OR/OR-AND,8,2.08
AND/OR/NAND/NOR,1,0.25
buffers and inverters,6,0.38
==> area by class of cell <==
cell class,count,area [sq um]
Fill cell,61500,415000
Sequential cell,1478,37100
Clock inverter,99,1160
Inverter,4608,17300
Antenna cell,23,57.6
Timing Repair Buffer,171,1470
Clock buffer,244,5300
Multi-Input combinational cell,10900,132000
Tap cell,8293,10400
==> logic make-up (layout without fill, tap and decap cells) <==
family / after synthesis / in the layout / share of synthesized area (%)
other: 1 / 24 / 0.00201
adder cells (fa/ha/maj): 6252 / 6252 / 54.4
XOR/XNOR: 744 / 744 / 3.49
flip-flops: 1478 / 1478 / 19.9
buffers and inverters: 4715 / 5122 / 9.49
AND-OR/OR-AND: 1987 / 1987 / 6.86
multiplexers: 322 / 322 / 1.94
AND/OR/NAND/NOR: 1555 / 1555 / 3.92
==> through the flow <==
| step | utilization [%] | instances | hold WS (ns) | setup WS (ns) |
|---|---|---|---|---|
| floorplan | - | 17100 | 0.391 | 10.31 |
| global placement | 32.0 | 25400 | 0.425 | 9.56 |
| detailed placement | 32.0 | 25400 | 0.436 | 9.61 |
| CTS | 33.0 | 25800 | 0.443 | 9.56 |
| global route | 33.0 | 25800 | 0.462 | 9.30 |
| finish | 33.0 | 25800 | 0.440 | 9.57 |
